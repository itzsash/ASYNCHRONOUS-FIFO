==> flow/constraint.sdc <==
current_design async_fifo

set clk_period 4.6
set clk_io_pct 0.2

create_clock -name clk0 -period $clk_period [get_ports {rd_clk}]
create_clock -name clk1 -period $clk_period [get_ports {wr_clk}]

set non_clock_inputs [all_inputs -no_clocks]
set_input_delay [expr $clk_period * $clk_io_pct] -clock clk0 $non_clock_inputs
set_output_delay [expr $clk_period * $clk_io_pct] -clock clk0 [all_outputs]
==> flow/design.v <==
module async_fifo #(parameter WIDTH = 8, parameter DEPTH = 16) (
    input wire wr_clk,  
    input wire rd_clk,  
    input wire reset,   
    input wire wr_en,   
    input wire rd_en,   
    input wire [WIDTH-1:0] write_data,  
    output reg [WIDTH-1:0] read_data,  
    output wire full,  
    output wire empty  
);
    localparam ADDR = $clog2(DEPTH);
    reg [WIDTH-1:0] fifo_mem [0:DEPTH-1];
    reg [WIDTH:0] wr_ptr, rd_ptr;
    reg [WIDTH:0] wr_ptr_gray, rd_ptr_gray;
    reg [WIDTH:0] wr_ptr_gray_sync, rd_ptr_gray_sync;  
    always @(posedge wr_clk or negedge reset) begin
        if (!reset) 
        begin
            wr_ptr <= 0;       
            wr_ptr_gray <= 0;  
        end 
        else if (wr_en && !full) 
        begin
            fifo_mem[wr_ptr[ADDR-1:0]] <= write_data;  
            wr_ptr <= wr_ptr + 1;                       
            wr_ptr_gray <= (wr_ptr >> 1) ^ wr_ptr;      
        end
    end
    always @(posedge rd_clk or negedge reset) 
    begin
        if (!reset) begin
            rd_ptr <= 0;       
            rd_ptr_gray <= 0;  
            read_data <= 0;      
        end 
        else if (rd_en && !empty) 
        begin
            read_data <= fifo_mem[rd_ptr[ADDR-1:0]];  
            rd_ptr <= rd_ptr + 1;                     
            rd_ptr_gray <= (rd_ptr >> 1) ^ rd_ptr;    
        end
    end
    always @(posedge rd_clk or negedge reset) 
    begin
        if (!reset) 
        begin
            wr_ptr_gray_sync <= 0;            
        end 
        else 
        begin
            wr_ptr_gray_sync <= wr_ptr_gray;  
        end
    end
    always @(posedge wr_clk or negedge reset) 
    begin
        if (!reset) 
        begin
            rd_ptr_gray_sync <= 0;            
        end 
        else 
        begin
            rd_ptr_gray_sync <= rd_ptr_gray;  
        end
    end
    assign full  = (wr_ptr_gray == {~rd_ptr_gray_sync[ADDR:ADDR-1], rd_ptr_gray_sync[ADDR-2:0]});
    assign empty = (rd_ptr_gray == wr_ptr_gray_sync);
endmodule
==> flow/run.sh <==
#!/bin/bash
# OpenROAD 26Q1-2900-gdf79404cd8, Yosys 0.63+post, stock flow scripts
make -C /OpenROAD-flow-scripts/flow DESIGN_CONFIG=/design/flow/config.mk WORK_HOME=/design/flow/orfs finish
==> flow/config.mk <==
export PLATFORM = sky130hd
export DESIGN_NAME = async_fifo
export DESIGN_NICKNAME = async_fifo
export VERILOG_FILES = /design/flow/design.v
export SDC_FILE = /design/flow/constraint.sdc
export NUM_CORES = 4
export LEC_CHECK = 1
export CORE_UTILIZATION = 40
==> flow_metrics.rpt <==
==== FLOW RESULTS ====
----------------------------------------------------
[Run status]
  Run status ........................ finished with violations
  Failing checks ........................ design-rule violations

[Final timing]
  Final setup violation count ........................ 0
  Worst max-slew margin expressed relative to the limit ........................ 40.5%
  Final Hold Viols ........................ 0
  Total count of max-transition violations in the final report ........................ 0
  Unrepaired setup endpoints after global routing ........................ no
  Final-layout setup total negative slack ........................ 0 ns
  Worst Max-Slew Pin Slew ........................ roughly 0.89 ns
  Worst clock skew ........................ about 0.0074 ns

[Routing]
  Remaining number of nets flagged by the antenna check after routing ........................ 0
  Number of design-rule violations left by the first detailed-router iteration ........................ roughly 440
  Mean number of vias per cell ........................ about 5.7
  Post-Route WL ........................ around 17,000 um
  Number of iterations in the first detailed-routing pass ........................ between 40 and 50
  Via count of the routed design ........................ roughly 4,300
  Diodes inserted ........................ 0
  DRC violation count after routing ........................ 3
  DR WL/cell ........................ about 23 um

[Logic synthesis]
  Synth cell types ........................ ~42
  Share of synthesized cell area in and-or and or-and compound cells ........................ between 10% and 20%
  Most common flop cell mapped by yosys ........................ edfxtp_1
  Yosys Warn Count ........................ 2
  Seq share, synth ........................ between 70% and 80%
  Yosys cell count ........................ between 400 and 500
  Cells after Synth ........................ 482
  Mean instance size in the synthesized netlist ........................ approximately 15 um2
  Fa+ha+maj area frac ........................ 4.38%
  Top logic family ........................ AND-OR/OR-AND gates
  Multiplexer share of the synthesized area ........................ 2.27%
  Post-synthesis async set-or-reset flop share ........................ a little under a third
  Synthesized registers ........................ between 150 and 200
  Number of synthesized flops with an enable pin ........................ approximately 130
  Synthesized-area fraction occupied by and/or/nand/nor cells ........................ roughly 6.3%
  YS chip area ........................ 0.00743 mm2
  Post-synthesis instance area ........................ ~0.0074 mm2
  Post-Synth XOR/XNOR Area ........................ 3.77%

[Pwr]
  Static leakage power ........................ between 3 and 4 nW
  Portion of total power attributed to the clock network ........................ 31.9%
  Internal power ........................ between 3 and 4 mW
  Share of total power consumed by net switching ........................ roughly a third
  Sequential fraction of design power ........................ approximately 39%
  Peak supply drop ........................ between 0.2 and 0.3 mV
  Net switching power of the design ........................ 1.87 mW
  Ratio of total power to cell area ........................ 666 mW/mm2
  Proportion of power drawn by combinational gates ........................ between 20% and 30%

[Finish]
  Filler cell count ........................ roughly 1,500
  Syn-to-layout area delta ........................ 16.7%
  Final cell utilization of the core ........................ 47.9%
  Fraction of final layout cells with drive strength greater than 1 ........................ 12.5%

[Clock tree]
  Total of cells resized after clock tree synthesis ........................ 0
  Setup repair bufs after CTS ........................ 0
  Clk sink count ........................ 184
  Clock tree from TritonCTS ........................ done
  Register clock-pin slew on the reported worst setup and hold paths ........................ around 0.060 ns
  Hold bufs inserted after CTS ........................ 0

[Die]
  Floorplan row count ........................ around 50
  Die span in x ........................ approximately 140 um
  Starting density of the core ........................ 41.1%
  Core outline area ........................ ~0.018 mm2
  Total I/O pin count ........................ 23
  Die footprint ........................ roughly 0.019 mm2
  Die height ........................ between 100 and 150 um

[Critical path]
  Element type at the critical path start ........................ register
  Setup slack of the most critical reg-to-reg path ........................ just under 2 ns
  Kind of cell adding the most delay to the critical path ........................ buffers and inverters
  Peak fanout along the critical path ........................ 6
  Crit path buf inv count ........................ 1
  CP max stage delay ........................ 0.52 ns
  Slowest cell on crit path ........................ clkdlybuf4s50_1
  Chain of cells forming the critical path ........................ xnor2_1 -> nand2_1 -> nor4_1 -> clkdlybuf4s50_1
  Setup Crit Path Kind ........................ reg -> out
  Required time at the endpoint of the critical path ........................ 3.68 ns
  Type of element capturing the critical path ........................ output port
  Arrival time of the worst setup path ........................ between 2 and 2.5 ns

[Worst hold path]
  Hold Path Class ........................ reg -> reg

[GRT]
  GRT overflow ........................ 0
  Number of antenna violations at the first check in global routing ........................ 0
  Largest net degree at the start of global routing ........................ around 57
  Wire length of the first global-routing pass ........................ approximately 27,000 um
  Via count of the first global-routing pass ........................ 4,576
  Overall routing resource usage ........................ 20.5%

[Flow run]
  Number of warnings the tools reported ........................ 38
  Max-cap violations ........................ 0

[Place]
  GP Congestion ........................ a little over 1
  HPWL Detailed ........................ 11,200 um
  IO buf count ........................ 21

----------------------------------------------------
[flip-flops by register name, indices dropped and copies added (netlist names)]
register          count
read_data             8
fifo_mem            128
wr_ptr_gray           8
rd_ptr                9
wr_ptr                9
rd_ptr_gray           8
rd_ptr_gray_sync      5
wr_ptr_gray_sync      9
[layout make-up]
cell class	count	area (um2)	share of cell area, %
tap	229	287	3.31
clock buffer	24	558	6.44
timing repair buffer	30	273	3.15
clock inverter	16	240	2.77
sequential	184	5250	60.5
multi-input combinational	258	2000	23.1
inverter	16	60.1	0.693
[synthesized netlist by cell type, types with 2 or more instances]
master	number	area, um2
a2111oi_0	2	17.5
a21oi_1	4	20.0
a221oi_1	3	26.3
a222oi_1	9	90.1
a22o_1	27	236
a22oi_1	23	173
and3_1	18	113
and4_1	3	26.3
buf_1	2	7.51
buf_2	7	35.0
buf_6	2	22.5
clkbuf_1	12	45.0
dfrtp_1	56	1400
edfxtp_1	128	3840
ha_1	26	325
inv_1	16	60.1
mux2_2	15	169
nand2_1	27	101
nand3_1	10	50.1
nand3_2	2	20.0
nand4_1	3	18.8
nor2_1	15	56.3
nor3_1	7	35.0
nor4_1	3	18.8
o2111a_1	2	22.5
o211ai_1	3	22.5
o21ai_0	4	20.0
o22ai_1	2	12.5
o31ai_1	8	60.1
xnor2_1	25	219
xor2_1	7	61.3
[cells in the final DEF (no fill, tap or decap), types with 18 or more instances in the layout]
master / n
ha_1: 26
clkbuf_16: 22
xnor2_1: 25
and3_1: 18
dfrtp_1: 56
clkdlybuf4s50_1: 20
a22o_1: 27
nand2_1: 27
a22oi_1: 23
edfxtp_1: 128
[worst register-to-register path: stages, from the launching register on]
cell and delay [ns]:
dfrtp_1 0.44, inv_1 0.13, ha_1 0.67, nor3_1 0.15
o21ai_1 0.70, o2111a_1 0.34, o31ai_1 0.08
[power groups by stage]
stage | combinational [mW] | sequential, mW | clock, mW
after CTS | 1.68 | 2.24 | 1.87
after global routing | 1.86 | 2.27 | 1.95
final | 1.69 | 2.24 | 1.84
[metal layers]
layer / global-route usage [%] / part of all wire [%] / vias to the layer above / wire length (um)
li1: - / - / 1923 / -
met1: 30.1 / 42 / 2098 / 7320
met2: 28.8 / 43 / 245 / 7500
met3: 10.7 / 12 / 37 / 2090
met4: 4.91 / 2.7 / 2 / 471
met5: 1.50 / 0.21 / - / 36
[cells by family after synthesis]
| kind of cell | after synthesis |
|---|---|
| flip-flops | 184 |
| AND-OR/OR-AND | 93 |
| AND/OR/NAND/NOR | 92 |
| buffers and inverters | 40 |
| XOR/XNOR | 32 |
| adder cells (fa/ha/maj) | 26 |
| multiplexers | 15 |
[per-stage QoR]
step | hold WS, ns | power [mW] | area [um2] | instances | worst slack, ns
final | 0.282 | 5.77 | 8670 | 757 | 1.62
after global routing | 0.291 | 6.08 | 8670 | 757 | 1.50
after CTS | 0.273 | 5.80 | 8670 | 757 | 1.60
after detailed placement | 0.397 | 3.93 | 7870 | 717 | 1.72
after global placement | 0.397 | 3.93 | 7870 | 717 | 1.77
after floorplan | 0.371 | 3.32 | 7430 | 482 | 2.61
[final timing paths]
| kind | from | end | depth (start not counted) |
|---|---|---|---|
| worst max-delay path | wr_ptr[1] | full | 4 |
| max in group clk1 | wr_en | fifo_mem[13][0] | 5 |
| min in group asynchronous | reset | wr_ptr[5] | 2 |
| worst min-delay path | rd_ptr_gray[1] | rd_ptr_gray_sync[1] | 0 |
| max in group asynchronous | reset | rd_ptr[5] | 2 |
| worst max register to register | rd_ptr[0] | read_data[4] | 6 |
| min in group clk0 | read_data[1] | read_data[1] | 2 |
| worst min register to register | rd_ptr_gray[1] | rd_ptr_gray_sync[1] | 0 |
Power and IR drop assume default switching activity.
